### flow/run.sh
#!/bin/bash
# OpenROAD 26Q1-2900-gdf79404cd8, Yosys 0.63+post, stock flow scripts
make -C /OpenROAD-flow-scripts/flow DESIGN_CONFIG=/design/flow/config.mk WORK_HOME=/design/flow/orfs finish
### flow/constraint.sdc
current_design AXIS_Sizer_64to48

set clk_period 21.9
set clk_io_pct 0.2

create_clock -name clk0 -period $clk_period [get_ports {aclk}]

set non_clock_inputs [all_inputs -no_clocks]
set_input_delay [expr $clk_period * $clk_io_pct] -clock clk0 $non_clock_inputs
set_output_delay [expr $clk_period * $clk_io_pct] -clock clk0 [all_outputs]
### flow/config.mk
export PLATFORM = sky130hd
export DESIGN_NAME = AXIS_Sizer_64to48
export DESIGN_NICKNAME = AXIS_Sizer_64to48
export VERILOG_FILES = /design/flow/design.v
export SDC_FILE = /design/flow/constraint.sdc
export NUM_CORES = 4
export LEC_CHECK = 1
export CORE_UTILIZATION = 40
### flow/design.v
`timescale 1 ns / 1 ps
module AXIS_Sizer_64to48
(
  input wire             aclk,
  input wire             aresetn,
  input wire             mux_reset,     
  input wire [63:0]      s_axis_tdata,       
  input wire             s_axis_tvalid,
  output wire            s_axis_tready, 
  output wire [47:0]     m_axis_tdata,       
  output wire            m_axis_tvalid,
  input wire             m_axis_tready 
);
  reg [1:0]input_beat = 2'b00;                   
  reg [1:0]output_beat = 2'b00;                  
  reg [63:0] s_axis_tdata_reg;
  reg s_axis_tvalid_reg;
  reg s_axis_tready_reg;
  reg [47:0] m_axis_tdata_reg;
  reg m_axis_tready_reg;                         
  reg m_axis_tvalid_reg;                         
  reg demux_valid_reg;                           
  reg demux_ready_reg;                           
  reg mux_ready_reg;                             
  reg [191:0] demux_data_reg;                    
  reg [191:0] mux_data_reg;                      
  assign s_axis_tready = s_axis_tready_reg;
  assign m_axis_tdata = m_axis_tdata_reg;
  assign m_axis_tvalid = m_axis_tvalid_reg;
  always @(posedge aclk)
  begin
    if(~aresetn)
    begin
      s_axis_tready_reg <= 1;                            
      s_axis_tdata_reg <= 0;
      s_axis_tvalid_reg <= 0;                            
    end
    else		 
    begin
      if(s_axis_tvalid & s_axis_tready_reg)              
      begin
        s_axis_tdata_reg <= s_axis_tdata;                
        s_axis_tready_reg <= 0;                          
        s_axis_tvalid_reg <= 1;                          
      end
      if(s_axis_tvalid_reg & demux_ready_reg)            
      begin
        s_axis_tvalid_reg <= 0;                          
        s_axis_tready_reg <= 1;                          
      end
    end          
  end            
  always @(posedge aclk)
  begin
    if(~aresetn | mux_reset)                             
    begin
      demux_data_reg <= 0;                               
      input_beat <= 2'b00;                               
      demux_valid_reg <= 0;                              
      demux_ready_reg <= 1;                              
    end
    else		 
    begin
      case(input_beat)
        2'b00: 
          if(s_axis_tvalid_reg)          
          begin
            demux_data_reg[63:0] <= s_axis_tdata_reg[63:0];
            input_beat <= input_beat + 1;
            demux_ready_reg <= 1;        
          end
        2'b01:
          if(s_axis_tvalid_reg)          
          begin
            demux_data_reg[127:64] <= s_axis_tdata_reg[63:0];
            input_beat <= input_beat + 1;
            demux_ready_reg <= 1;        
          end
        2'b10:
          if(s_axis_tvalid_reg)          
          begin
            demux_data_reg[191:128] <= s_axis_tdata_reg[63:0];
            input_beat <= input_beat + 1;
            demux_ready_reg <= 0;        
            demux_valid_reg <= 1;        
          end
        2'b11:
          if(demux_valid_reg & mux_ready_reg)
          begin
            input_beat <= 0;
            demux_valid_reg <= 0;        
            demux_ready_reg <= 1;        
          end
      endcase
    end          
  end            
  always @(posedge aclk)
  begin
    if(~aresetn | mux_reset)
    begin
      output_beat <= 2'b11;                       
      m_axis_tvalid_reg <= 0;
      m_axis_tdata_reg <= 0;
      mux_data_reg <= 0;
      mux_ready_reg <= 1;                        
    end
    else         
    begin
      if( demux_valid_reg & mux_ready_reg)                   
      begin
        mux_data_reg[191:0] <= demux_data_reg[191:0];        
        output_beat <= 2'b00;                                
        mux_ready_reg <= 0;                                  
      end
      if(!m_axis_tvalid_reg & !mux_ready_reg)                
      begin
        case(output_beat)
          2'b00: m_axis_tdata_reg[47:0] <=  mux_data_reg[47:0];            
          2'b01: m_axis_tdata_reg[47:0] <=  mux_data_reg[95:48];            
          2'b10: m_axis_tdata_reg[47:0] <=  mux_data_reg[143:96];            
          2'b11: m_axis_tdata_reg[47:0] <=  mux_data_reg[191:144];            
        endcase
        m_axis_tvalid_reg <= 1;                              
      end
      if(m_axis_tvalid_reg & m_axis_tready)                  
      begin
        m_axis_tvalid_reg <= 0;                              
        if(output_beat!= 2'b11)                              
          output_beat <= output_beat + 1;
        else
          mux_ready_reg <= 1;                                
      end
    end          
  end            
endmodule
==> impl_report.txt <==
IMPLEMENTATION SUMMARY REPORT
----------------------------------------------------
[STA]
  Hold Vio Cnt, Final ........................ 0
  Finish-stage setup viols ........................ 0
  Tightest Pin Transition ........................ about 0.9 ns
  Fmax ........................ 0.1540 GHz
  Total Negative Setup Slacks ........................ 0 ns
  Final min period ........................ ~6.5 ns
  Relative slew slack ........................ 0.3932
  Clk_skew ........................ 0.01307 ns
  RSZ-0062 raised after global routing ........................ false
  Max-slew violation count ........................ 0
  Final period util ........................ 0.2965

[Critical path]
  R2r startpoint ........................ mux_ready_reg$_SDFF_PP1_
  Capture instance of the worst register-to-register path ........................ mux_data_reg[89]$_SDFFE_PP0P_
  Arr. time, crit path ........................ 6.91 ns
  WS Path Type ........................ in -> reg
  Critical Path Source ........................ mux_reset
  Largest fanout on the critical path ........................ 83
  R2R setup slack ........................ 19.31 ns
  Required time at the worst-slack endpoint ........................ 22.32 ns
  Worst reg-to-reg path cell count ........................ 4
  Critical path startpoint category ........................ input pin
  Endpoint type of the worst setup path ........................ register

[Logic synthesis]
  Part of the Yosys area used for sequential elements ........................ 0.5371
  Count of mapped cells out of synthesis ........................ 2,335
  Summed instance area of the synthesized netlist ........................ 18,860 um2
  Area share, top type ........................ 0.5371
  Yosys reg bits ........................ 506
  Post-Synthesis Mean Instance Area ........................ between 8 and 9 um2
  Post-synthesis chip area from yosys ........................ 18,860 um2
  Yosys warns ........................ 1
  Post-synthesis cell type with the largest combined area ........................ sky130_fd_sc_hd__dfxtp_1
  Top cells by area, synth ........................ sky130_fd_sc_hd__dfxtp_1, sky130_fd_sc_hd__nand2_1, sky130_fd_sc_hd__a21oi_1, sky130_fd_sc_hd__a32o_1, sky130_fd_sc_hd__a21boi_0
  Cells in synth_stat.txt ........................ 2,335
  Yosys cell types ........................ 31

[Clocking]
  Sinks on the clock net ........................ 506
  Total setup buffers inserted after CTS ........................ 0
  TritonCTS clock tree ........................ built
  Clk root buf ........................ sky130_fd_sc_hd__clkbuf_16
  Clock input transition at the sequential cells of the worst setup and hold paths ........................ 0.06 ns
  Number of cells upsized or downsized after cts ........................ 0
  Number of clock buffers inserted by TritonCTS ........................ roughly 51
  Insertion Delay late pin ........................ 0.58 ns
  H-tree lvl count ........................ 2
  Bufs on Longest Clock Path ........................ 3
  Hold buffer count at cts ........................ 0

[Worst hold path]
  Classification of the worst-slack hold path ........................ reg -> reg
  Worst Hold Launch ........................ demux_data_reg[180]$_SDFFE_PP0P_
  Instance count along the most critical hold path ........................ 2
  Sink of the worst hold path ........................ mux_data_reg[180]$_SDFFE_PP0P_

[Die]
  Effective utilization at floorplan ........................ 0.4051
  Top-Level Pins ........................ about 120
  Die area ........................ 48,020 um2
  Die Width ........................ 219.1 um
  Placeable core region ........................ 46,560 um2
  Die y size ........................ 219.1 um
  Row cnt ........................ 79

[Pwr]
  Internal power ........................ roughly 1.4 mW
  Flop pwr share ........................ 0.513
  Switching part of the total power ........................ 0.2196
  Total power divided by cell area ........................ 85.07 nW/um2
  Final Power ........................ ~1.8 mW
  Leakage power of the design ........................ 6.927 nW
  P_sw ........................ 404.3 uW
  Share of total power in the clock network ........................ 0.457
  Worst IR drop on VDD ........................ between 0.00006 and 0.00007 V
  Combinational Power Share ........................ 0.030

[Global route]
  Pin count of the biggest net entering global routing ........................ 93
  GRT Residual Overflow ........................ 0
  Layer carrying the most global-route usage ........................ met2
  Global-route wire length before repair ........................ 85,130 um
  Routing usage on met3 ........................ 0.06256
  Global-route met2 utilization ........................ 0.3623
  GR Util All Layers ........................ 0.2419
  Via count of the first global-routing pass ........................ 14,680
  Antenna violations before repair ........................ 0
  Met1 Usage GRT ........................ 0.3537

[Cells and area]
  Combinational gate area ........................ 7784 um2
  Filler Cells Inserted ........................ 4,348
  Flop area ........................ 10,130 um2
  Top logic cell by instance count in the layout ........................ sky130_fd_sc_hd__nand2_1
  Layout-stage area growth over the synthesis result ........................ 14.76%
  Ratio of cells with drive above 1 in the final layout ........................ 0.04874
  Final instance area ........................ around 22,000 um2
  Top cells excl fill/tap ........................ sky130_fd_sc_hd__nand2_1, sky130_fd_sc_hd__dfxtp_1, sky130_fd_sc_hd__a21oi_1, sky130_fd_sc_hd__clkdlybuf4s50_1, sky130_fd_sc_hd__a21boi_0

[Run]
  Warning total across the stage logs ........................ 31
  Max-cap violations ........................ 0

[Status]
  Outcome ........................ completed

[Detailed routing]
  Routed wire length per instance ........................ 18.50 um
  Post-route DRC violation count ........................ 0
  Number of vias after detailed routing ........................ 15,660
  DRC marker count from the first detailed-route iteration ........................ approximately 1,200
  Antenna diodes ........................ 0
  Per-cell via count in the routed design ........................ about 5.2
  Total routed wirelength ........................ 55,270 um
  Detailed Routing Iterations Pass 1 ........................ 5
  Remaining antenna violation count ........................ 0

[Place]
  Placer's final routability congestion estimate ........................ roughly 0.85
  Area of placed instances ........................ 20,050 um2
  Post-detailed-placement half-perimeter wirelength ........................ 33,620 um
  Port Buffer Count ........................ around 120

----------------------------------------------------
==> critical path, stage by stage <==
cell and delay [ns]:
sky130_fd_sc_hd__clkdlybuf4s50_1 0.50, sky130_fd_sc_hd__nand2b_4 0.51, sky130_fd_sc_hd__buf_4 0.57, sky130_fd_sc_hd__buf_4 0.77, sky130_fd_sc_hd__a21oi_1 0.09
==> cells in the mapped netlist (all sizes together) <==
cell	instances
a211oi	1
a21boi	66
a21oi	434
a22oi	48
a32o	48
and2	6
buf	129
clkbuf	56
dfxtp	506
ha	8
inv	4
mux2i	2
nand2	954
nand2b	51
nand3	4
nand3b	1
nor2	4
nor2b	4
nor3	1
o211ai	2
o21ai	4
o21bai	1
o221a	1
==> worst max path at each step <==
stage | to | cells past startpoint
CTS | demux_data_reg[133]$_SDFFE_PP0P_ | 5
global route | demux_data_reg[182]$_SDFFE_PP0P_ | 5
finish | demux_data_reg[133]$_SDFFE_PP0P_ | 5
==> through the flow <==
stage,std cells,utilization,hold WS (ns),setup slack (ns)
final,2987,0.4649,0.4403,15.41
after global routing,2987,0.4649,0.4535,15.23
after CTS,2987,0.4649,0.4440,15.44
after detailed placement,2900,0.4307,0.4414,14.82
after global placement,2900,0.4307,0.4348,14.86
after floorplan,2335,-,0.4192,16.59
==> per-layer routing <==
layer,vias up,wire (um)
li1,7718,-
met1,7420,24820
met2,436,24520
met3,87,4098
met4,0,1839
met5,-,0
==> final cells by class <==
class,instances,area share
clock buffers,76,0.06850
clock inverters,11,0.005087
inverters,4,0.0006937
multi-input cells,1640,0.3596
flip-flops and latches,506,0.4680
well taps,607,0.03509
repair buffers,143,0.06301
==> power groups by stage <==
stage	sequential [mW]	combinational, mW	clock, mW
CTS	0.945	0.0564	0.856
global route	0.946	0.0612	0.895
finish	0.945	0.0554	0.841
==> cells by family after synthesis <==
family | share of synthesized area
AND/OR/NAND/NOR | 0.2135
AND-OR/OR-AND | 0.1895
flip-flops | 0.5371
buffers and inverters | 0.05360
adder cells (fa/ha/maj) | 0.005307
multiplexers | 0.001061
Power is estimated from default activity; no workload was simulated.
