File: ./design.v
module axis_cordic #
(
  parameter FREQ_WIDTH = 32, 
  parameter IN_WIDTH   = 18,  
  parameter EXTRA_BITS = 5   
)
(
  input wire aresetn,
  input wire aclk,
  input signed [FREQ_WIDTH-1:0] frequency,
  input signed [IN_WIDTH-1:0] in_data,
  output wire [47:0] m_axis_tdata,
  output wire m_axis_tvalid 
);
localparam WR =  IN_WIDTH + EXTRA_BITS + 1;  
localparam OUT_WIDTH = WR;                   
localparam WZ =  IN_WIDTH + EXTRA_BITS - 1;  
localparam STG = IN_WIDTH + EXTRA_BITS - 2;  
localparam WO = OUT_WIDTH;
localparam WF = 32;  
localparam WP = WF;  
localparam WT = 32;
wire signed [WT-1:0] atan_table [1:WT-1];
assign atan_table[01] = 32'b00100101110010000000101000111011;  
assign atan_table[02] = 32'b00010011111101100111000010110111;  
assign atan_table[03] = 32'b00001010001000100010001110101000;  
assign atan_table[04] = 32'b00000101000101100001101010000110;  
assign atan_table[05] = 32'b00000010100010111010111111000011;  
assign atan_table[06] = 32'b00000001010001011110110000111101;  
assign atan_table[07] = 32'b00000000101000101111100010101010;  
assign atan_table[08] = 32'b00000000010100010111110010100111;  
assign atan_table[09] = 32'b00000000001010001011111001011101;  
assign atan_table[10] = 32'b00000000000101000101111100110000;  
assign atan_table[11] = 32'b00000000000010100010111110011000;  
assign atan_table[12] = 32'b00000000000001010001011111001100;  
assign atan_table[13] = 32'b00000000000000101000101111100110;  
assign atan_table[14] = 32'b00000000000000010100010111110011;  
assign atan_table[15] = 32'b00000000000000001010001011111010;  
assign atan_table[16] = 32'b00000000000000000101000101111101;  
assign atan_table[17] = 32'b00000000000000000010100010111110;  
assign atan_table[18] = 32'b00000000000000000001010001011111;  
assign atan_table[19] = 32'b00000000000000000000101000110000;  
assign atan_table[20] = 32'b00000000000000000000010100011000;  
assign atan_table[21] = 32'b00000000000000000000001010001100;  
assign atan_table[22] = 32'b00000000000000000000000101000110;  
assign atan_table[23] = 32'b00000000000000000000000010100011;  
assign atan_table[24] = 32'b00000000000000000000000001010001;  
assign atan_table[25] = 32'b00000000000000000000000000101001;  
assign atan_table[26] = 32'b00000000000000000000000000010100;  
assign atan_table[27] = 32'b00000000000000000000000000001010;  
assign atan_table[28] = 32'b00000000000000000000000000000101;  
assign atan_table[29] = 32'b00000000000000000000000000000011;  
assign atan_table[30] = 32'b00000000000000000000000000000001;  
assign atan_table[31] = 32'b00000000000000000000000000000001;  
reg [WP-1:0] phase;
reg signed [WR-1:0] X [0:STG-1];
reg signed [WR-1:0] Y [0:STG-1];
reg signed [WZ-1:0] Z [0:STG-1];
wire signed [WR-1:0] in_data_ext = {in_data[IN_WIDTH-1], in_data, {EXTRA_BITS{1'b0}}};
wire [1:0] quadrant = phase[WP-1:WP-2];
always @(posedge aclk)
begin
  if (!aresetn) begin 
		X[0] <= 0;
		Y[0] <= 0; 
		Z[0] <= 0;
		end 
  else 
  begin
	  case (quadrant)
		 0: begin X[0] <=  in_data_ext;   Y[0] <=  in_data_ext; end
		 1: begin X[0] <= -in_data_ext;   Y[0] <=  in_data_ext; end
		 2: begin X[0] <= -in_data_ext;   Y[0] <= -in_data_ext; end
		 3: begin X[0] <=  in_data_ext;   Y[0] <= -in_data_ext; end
	  endcase
	  Z[0] <= {~phase[WP-3], ~phase[WP-3], phase[WP-4:WP-WZ-1]};
  end 
  if 
	(!aresetn) phase <= 0;
  else
	phase <= phase + frequency;
end
genvar n;
generate
  for (n=0; n<=(STG-2); n=n+1)
    begin : stages
    wire signed [WR-1:0] X_shr = {{(n+1){X[n][WR-1]}}, X[n][WR-1:n+1]};
    wire signed [WR-1:0] Y_shr = {{(n+1){Y[n][WR-1]}}, Y[n][WR-1:n+1]};
    wire [WZ-2-n:0] atan = atan_table[n+1][WT-2-n:WT-WZ] + atan_table[n+1][WT-WZ-1];
    wire Z_sign = Z[n][WZ-1-n];
	 always @(posedge aclk)
	 begin
      X[n+1] <= !aresetn ? 0 : (Z_sign ? X[n] + Y_shr + Y[n][n] : X[n] - Y_shr - Y[n][n]);
      Y[n+1] <= !aresetn ? 0 : (Z_sign ? Y[n] - X_shr - X[n][n] : Y[n] + X_shr + X[n][n]);
      if (n < STG-2)
        begin : angles
        Z[n+1][WZ-2-n:0] <= !aresetn ? 0 : (Z_sign ? Z[n][WZ-2-n:0] + atan : Z[n][WZ-2-n:0] - atan);
        end
      end
    end
endgenerate
generate
  if (OUT_WIDTH == WR)
    begin
    assign m_axis_tdata[23:0] = X[STG-1];
    assign m_axis_tdata[47:24] = Y[STG-1];
    end
  else
    begin
    reg signed [WO-1:0] rounded_I;
    reg signed [WO-1:0] rounded_Q;
    always @(posedge aclk)
	 if (!aresetn)
		 begin 
			rounded_I <= 0;
			rounded_Q <= 0;
		 end 
	 else 
      begin
      rounded_I <= X[STG-1][WR-1 : WR-WO] + X[STG-1][WR-1-WO];
      rounded_Q <= Y[STG-1][WR-1 : WR-WO] + Y[STG-1][WR-1-WO];
      end
    assign m_axis_tdata[23:0] = rounded_I;
    assign m_axis_tdata[47:24] = rounded_Q;
    end
endgenerate
assign m_axis_tvalid = 1;                        
endmodule
File: ./run.sh
#!/bin/bash
# OpenROAD 26Q1-2900-gdf79404cd8, Yosys 0.63+post, stock flow scripts
make -C /OpenROAD-flow-scripts/flow DESIGN_CONFIG=/design/flow/config.mk WORK_HOME=/design/flow/orfs finish
File: ./config.mk
export PLATFORM = sky130hd
export DESIGN_NAME = axis_cordic
export DESIGN_NICKNAME = axis_cordic
export VERILOG_FILES = /design/flow/design.v
export SDC_FILE = /design/flow/constraint.sdc
export NUM_CORES = 4
export LEC_CHECK = 1
export CORE_UTILIZATION = 30
File: ./constraint.sdc
current_design axis_cordic

set clk_period 19.9
set clk_io_pct 0.2

create_clock -name clk0 -period $clk_period [get_ports {aclk}]

set non_clock_inputs [all_inputs -no_clocks]
set_input_delay [expr $clk_period * $clk_io_pct] -clock clk0 $non_clock_inputs
set_output_delay [expr $clk_period * $clk_io_pct] -clock clk0 [all_outputs]
==> flow_metrics.py <==
# Metrics from the implementation run
metrics = {
    "clock_network": {
        "clk_pin_slew_worst_paths_ns": 0.06,
        "numCtsBuffers": 175,
        "ctsResizeCount": 0,
        "post_cts_buffers": 0,
        "cts_root_buf": "clkbuf_16",
        "h-tree-depth": 4,
        "insertion_delay_ns": 0.87,
        "clockBufferDepth": 4,
        "postCtsHoldBufs": 0,
        "cts_tree": "built",
        "cts.sinks": 1262,
    },
    "setup_path": {
        "path_delay_family": "buffers and inverters",
        "max_stage_delay_ns": 0.63,
        "worstPathRequired_ns": 20.57,
        "critical_path.cell_chain": "buf_8 > inv_8 > buf_4 > buf_4 > buf_4 > buf_4 > buf_4 > or2_2 > mux2i_1",
        "cp.arrival_ns": 7.91,
        "path_common_cell": "buf_4",
        "start_kind": "input port",
        "worstRegToRegCells": 14,
        "cp_max_fo": 81,
        "reg2reg_from": "X[11][0]",
        "crit_type": "in2reg",
        "critPathSlowestCell": "buf_4",
        "r2r_end": "X[12][23]",
        "critical_path_buf_inv_count": 7,
        "r2r_setup_slack_ns": 15.35,
        "endpoint_kind": "flop",
    },
    "place": {
        "place_ws_ns": 11.78,
        "port_buffers": 99,
        "place_congestion": 0.964,
        "dp_hpwl_mm": 333,
    },
    "layout": {
        "layout-drive-gt1-share": 0.0325,
        "nFillCells": 51000,
        "syn_to_final_growth_pct": 9.88,
        "post-route-util": 0.331,
    },
    "hold_path": {
        "min_to": "Z[0][20]",
        "hold_class": "reg2reg",
        "min-delay-start": "phase[29]",
        "hold_depth": 1,
    },
    "synthesis": {
        "area_leaders": "ha_1 (24%), dfxtp_1 (17%), inv_1 (7.5%)",
        "yosys.area.top_type": "ha_1",
        "ys_types": 109,
        "synthTopCellsByCount": "inv_1 (2,956), ha_1 (2,781), nor2_1 (1,855)",
        "syn-instance-count": 19100,
        "synthesis.area_mm2": 0.147,
        "synth_stat.cells": 19100,
        "yosys_warnings": 4,
        "numSynthFlops": 1262,
        "synth-async-reset-ratio": 0,
        "synth_area_per_cell_um2": 7.70,
        "postSynthSeqShare": 0.171,
        "yosys-stat-area_mm2": 0.147,
        "most_common_cell": "inv_1",
        "edf_count": 0,
        "yosysTopAreaCellShare": 0.236,
        "flop_cell": "dfxtp_1",
    },
    "detailed_routing": {
        "routedWlPerCell_um": 16.0,
        "drtIter0Drc": 7633,
        "dr.pass1.iters": 5,
        "routed_wl_mm": 413,
        "vias": 127000,
        "vias_per_cell": 4.95,
        "antenna_left": 0,
        "drc": 0,
    },
    "global_routing": {
        "grt_max_degree": 117,
        "grt_pass1_vias": 118000,
        "grt_pass1_wl_mm": 649,
        "grt-ovfl-total": 0,
        "track_usage": 0.166,
        "grt_antenna_before_repair": 16,
    },
    "final_timing": {
        "setup_tns_ns": 0,
        "hold_viol_final": 0,
        "rsz0062_at_grt": "no",
        "worst_slack_ns": 12.66,
        "finClkSkew_ns": 0.193,
        "setup_violations": 0,
        "drv_slew": 0,
        "worst_pin_slew_ns": 0.960,
        "min_period_over_period": 0.364,
        "max_slew_margin": 0.343,
        "max_freq_ghz": 0.138,
        "period_needed_ns": 7.24,
    },
    "floorplanning": {
        "ios": 101,
        "fp.dieH_um": 703,
        "die_area_mm2": 0.494,
        "fp_util": 0.301,
        "row_count": 257,
        "die_x_um": 703,
        "coreArea_mm2": 0.490,
    },
    "flow_run": {
        "warnings": 940,
        "maxCapViolations": 0,
    },
    "run_status": {
        "status": "completed",
    },
}
sequential cells by signal (all words and copies together), names as in the netlist:
register and cells:
X 491, Z 247, Y 492, phase 32
layer usage:
metal,track usage,part of all wire
met3,0.0172,0.039
met1,0.228,0.46
met4,0.0428,0.031
met5,0,0
met2,0.281,0.47
how the worst max path moves through the flow:
stage	to	slack, ns	cells after the start	startpoint
4_1_cts	Y[17][23]	12.65	9	aresetn
5_1_grt	Y[17][23]	12.40	9	aresetn
6_report	Y[17][23]	12.66	9	aresetn
cell families after synthesis:
logic type	count (synthesis)	share of synthesized area
simple gates	4792	0.156
fa+ha+maj	2958	0.259
mux	156	0.0107
flops	1262	0.171
compound gates	5040	0.223
xor+xnor	1606	0.0954
buf+inv	3333	0.0849
other cells	1	0.0000254
layout make-up:
class	instances	area (µm²)	area share
Multi-Input combinational cell	14600	110000	0.677
Timing Repair Buffer	210	1840	0.0114
Inverter	2966	11100	0.0687
Sequential cell	1262	25300	0.156
Antenna cell	1	2.50	0.0000154
Tap cell	6475	8100	0.0500
Clock buffer	236	4970	0.0307
Clock inverter	78	1010	0.00621
cells in the final DEF, fill, tap and decap left out, types with 204 or more instances in the layout:
master,n
a211oi_1,490
a21o_1,359
a21oi_1,1576
dfxtp_1,1242
ha_1,2781
inv_1,2955
nand2_1,745
nand2b_1,295
nand3_1,297
nor2_1,1854
nor3_1,454
o21a_1,204
o21ai_0,822
o21bai_1,292
or3_1,216
xnor2_1,1223
xor2_1,383
through the flow:
| step | hold WS, ns | instance area, µm² | cells |
|---|---|---|---|
| 2_1_floorplan | 0.397 | 147000 | 19100 |
| 5_1_grt | 0.441 | 162000 | 25800 |
| 6_report | 0.419 | 162000 | 25800 |
| 3_3_place_gp | 0.414 | 156000 | 25500 |
| 3_5_place_dp | 0.417 | 156000 | 25500 |
| 4_1_cts | 0.422 | 162000 | 25800 |
worst register-to-register path: stages, from the launching register on:
cell and delay (ns):
dfxtp_1 0.52, inv_1 0.11, fa_1 0.60, inv_1 0.06
ha_1 0.17, o21ai_1 0.11, nand3b_1 0.15, o311a_1 0.36
o31ai_1 0.62, a2111oi_0 0.31, or3_1 0.49, and4b_1 0.22
o31ai_1 0.36, nand4_1 0.13, nor3b_1 0.17
